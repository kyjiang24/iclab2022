**flow/design.v**
```verilog
module BP(
  clk,
  rst_n,
  in_valid,
  guy,
  in0,
  in1,
  in2,
  in3,
  in4,
  in5,
  in6,
  in7,
  out_valid,
  out
);
input             clk, rst_n;
input             in_valid;
input       [2:0] guy;
input       [1:0] in0, in1, in2, in3, in4, in5, in6, in7;
output reg        out_valid;
output reg  [1:0] out;
parameter IDLE    = 2'd0;
parameter INPUT_0 = 2'd1;
parameter INPUT   = 2'd2;
parameter OUT     = 2'd3;
reg [1:0] ns,cs;
reg [7:0] left;
reg [7:0] right;
reg [62:0] ans_left ;
reg [62:0] ans_right ;
reg [2:0] index_x;
reg [2:0] exit_x;
reg [1:0] obstacle;
reg [5:0] ans_cnt;
wire wall;
wire [1:0]direction;
wire [2:0]diff_x;
always@(posedge clk or negedge rst_n) begin
    if(!rst_n)
        cs <= IDLE;  
    else 
        cs <= ns;
end
always@(*) begin
    case(cs)
    IDLE :  ns = (in_valid) ? INPUT_0 : IDLE ;
    INPUT_0: ns = INPUT;
    INPUT : ns = (in_valid) ? INPUT : OUT;
    OUT : ns = (ans_cnt==6'd63)? IDLE : OUT;
    default : ns = IDLE;
    endcase
end
assign wall = (ns==INPUT && in0)? 1'b1 : 1'b0 ;
always@(posedge clk or negedge rst_n) begin
    if(!rst_n) 
      index_x <= 'd0;
    else if(ns == INPUT_0)
      index_x <= guy;
    else if(wall) begin
      index_x <= exit_x;
    end
end
always@(*) begin
    if(ns == INPUT_0)
      exit_x = guy;
    else if(wall)begin
      if(in0!=2'd3)  exit_x = 3'd0;
      else if(in1!=2'd3) exit_x =3'd1;
      else if(in2!=2'd3) exit_x =3'd2;
      else if(in3!=2'd3) exit_x =3'd3;
      else if(in4!=2'd3) exit_x =3'd4;
      else if(in5!=2'd3) exit_x =3'd5;
      else if(in6!=2'd3) exit_x =3'd6;
      else exit_x =3'd7;
    end
    else exit_x = 3'd0;
end
always@(*) begin
    if(wall)begin
      if(in0!=2'd3)  obstacle = in0;
      else if(in1!=2'd3) obstacle = in1;
      else if(in2!=2'd3) obstacle = in2;
      else if(in3!=2'd3) obstacle = in3;
      else if(in4!=2'd3) obstacle = in4;
      else if(in5!=2'd3) obstacle = in5;
      else if(in6!=2'd3) obstacle = in6;
      else obstacle = in7;
    end
    else obstacle = 2'd0;
end
assign direction = (exit_x>index_x) ? 2'd1 : (exit_x < index_x) ? 2'd2 : 2'd0;  
assign diff_x = (direction==2'd1)? exit_x - index_x : index_x - exit_x;
always @(*) begin
  if(wall) begin
    if(obstacle==3'd1) begin  
      if(direction==2'd1) begin  
        case(diff_x)
          3'd1 : right = 8'b0000_0011;
          3'd2 : right = 8'b0000_0111;
          3'd3 : right = 8'b0000_1111;
          3'd4 : right = 8'b0001_1111;
          3'd5 : right = 8'b0011_1111;
          3'd6 : right = 8'b0111_1111;                   
          3'd7 : right = 8'b1111_1111;
          default : right = 8'b0000_0001;
        endcase
      end
      else begin  
        right = 8'b0000_0001;
      end
    end
    else begin  
      if(direction==2'd1) begin  
        case(diff_x)
          3'd1 : right = 8'b0000_0001;
          3'd2 : right = 8'b0000_0011;
          3'd3 : right = 8'b0000_0111;
          3'd4 : right = 8'b0000_1111;
          3'd5 : right = 8'b0001_1111;
          3'd6 : right = 8'b0011_1111;                
          3'd7 : right = 8'b0111_1111;
          default : right = 8'b0000_0000;
        endcase
      end
      else begin  
        right = 8'b0000_0000;
      end
    end
  end
  else begin
    right = 8'b0000_0000;
  end
end
always @(*) begin
  if(wall) begin
    if(obstacle==3'd1) begin  
      if(direction==2'd2) begin  
        case(diff_x)
          3'd1 : left = 8'b0000_0011;
          3'd2 : left = 8'b0000_0111;
          3'd3 : left = 8'b0000_1111;
          3'd4 : left = 8'b0001_1111;
          3'd5 : left = 8'b0011_1111;
          3'd6 : left = 8'b0111_1111;                  
          3'd7 : left = 8'b1111_1111;
          default : left = 8'b0000_0001;
        endcase
      end
      else begin  
        left = 8'b0000_0001;
      end
    end
    else begin  
      if(direction==2'd2) begin  
        case(diff_x)
          3'd1 : left = 8'b0000_0001;
          3'd2 : left = 8'b0000_0011;
          3'd3 : left = 8'b0000_0111;
          3'd4 : left = 8'b0000_1111;
          3'd5 : left = 8'b0001_1111;
          3'd6 : left = 8'b0011_1111;                  
          3'd7 : left = 8'b0111_1111;
          default : left = 8'b0000_0000;
        endcase
      end
      else begin  
        left = 8'b0000_0000;
      end
    end
  end
  else left = 8'b0000_0000;
end
always @(posedge clk or negedge rst_n) begin
  if (!rst_n) begin    
    ans_right <= 63'd0;
  end
  else if(ns == IDLE) begin  
    ans_right <= 63'd0;
  end
  else if(wall)begin
    ans_right <=  (ans_right<<1) | {{55{1'b0}},right} ;
  end
  else 
    ans_right <= ans_right<<1 ;
end
always @(posedge clk or negedge rst_n) begin
  if (!rst_n) begin
    ans_left <= 63'd0;
  end
  else if(ns == IDLE) begin
    ans_left <= 63'd0;
  end
  else if(wall)begin
    ans_left <=  (ans_left<<1) | {{55{1'b0}},left};
  end
  else ans_left <= (ans_left << 1);
end
always@(posedge clk or negedge rst_n) begin
    if(!rst_n)  out_valid <= 1'd0;
    else begin
        out_valid <= (ns==OUT) ;
    end
end
always@(posedge clk or negedge rst_n) begin
    if(!rst_n)  out <= 2'd0;
    else if(ns == OUT) begin
      out <= {ans_left[62],ans_right[62]};
    end
    else begin
      out <= 2'd0;
    end
end
always@(posedge clk or negedge rst_n) begin
    if(!rst_n) 
      ans_cnt <= 6'd0;
    else if(ns == OUT) begin
      ans_cnt <= ans_cnt + 6'd1;
    end
    else begin
      ans_cnt <= 6'd0;
    end
end
endmodule
```
**flow/run.sh**
```bash
#!/bin/bash
# OpenROAD 26Q1-2900-gdf79404cd8, Yosys 0.63+post, stock flow scripts
make -C /OpenROAD-flow-scripts/flow DESIGN_CONFIG=/design/flow/config.mk WORK_HOME=/design/flow/orfs finish
```
**flow/config.mk**
```make
export PLATFORM = sky130hd
export DESIGN_NAME = BP
export DESIGN_NICKNAME = BP
export VERILOG_FILES = /design/flow/design.v
export SDC_FILE = /design/flow/constraint.sdc
export NUM_CORES = 4
export LEC_CHECK = 1
export CORE_UTILIZATION = 40
```
**flow/constraint.sdc**
```tcl
current_design BP

set clk_period 12.0
set clk_io_pct 0.2

create_clock -name clk0 -period $clk_period [get_ports {clk}]

set non_clock_inputs [all_inputs -no_clocks]
set_input_delay [expr $clk_period * $clk_io_pct] -clock clk0 $non_clock_inputs
set_output_delay [expr $clk_period * $clk_io_pct] -clock clk0 [all_outputs]
```
==> qor.csv <==
stage,metric,value,unit
drt,wl_per_cell,12.6,microns
floorplanning,design.portCount,25,
worst_hold_path,worstHoldStart,ans_right[37],
global_routing,grt_use_met1,0.233,
logic_synthesis,synth_stat.cells,433,
logic_synthesis,top_area_frac,0.648,
clock_network,clk_latency,0.41,ns
drt,vias,3025,
critical_path,slowest_stage,clkdlybuf4s50_1,
layout,drive_gt1_frac,0.135,
drt,routed_wl,8200,microns
sta,worst_slew_pin_slew,0.712,ns
clock_network,cts_setup_buffers,0,
place,place.detailed.hpwl,4720,microns
layout,final_cell_mix,"dfrtp_1 (141), and2_1 (111), clkdlybuf4s50_1 (23), clkbuf_16 (17), inv_1 (16)",
critical_path,crit_type,input pin to register,
logic_synthesis,area_leaders,"dfrtp_1 (65%), and2_1 (13%), ha_1 (1.1%), inv_1 (1.1%), nand2_1 (1.0%)",
sta,period_used_share,0.452,
logic_synthesis,synth.distinct_cells,63,
clock_network,post_cts_resized,0,
critical_path,start_kind,input pin,
logic_synthesis,ys_seq_share,0.652,
logic_synthesis,async_flop_share,1.00,
power_and_ir_drop,power.total,1.13,mW
critical_path,crit_required,12.30,ns
floorplanning,fp.coreArea,0.0132,sq mm
global_routing,track_usage,0.138,
place,io_buffers,24,
worst_hold_path,hold_end,ans_right[38],
power_and_ir_drop,p_per_area,174,mW/mm^2
global_routing,grt_antenna_before_repair,0,
sta,period_needed,5.42,ns
sta,fmax,0.184,GHz
layout,area_growth,18.9,%
worst_hold_path,whs_path_depth,1,
logic_synthesis,yosys_warnings,1,
drt,via_per_inst,4.65,
sta,slew_headroom,0.525,
critical_path,cp_num_cells,14,
layout,layout_top_cell,dfrtp_1,
critical_path,cp_common_cell,inv_1,
clock_network,cts_buffer_depth,2,
global_routing,met2_usage,0.189,
clock_network,cts_sinks,142,
clock_network,cts_made_buffers,17,
floorplanning,dieWidth,119,microns
critical_path,crit_arrival,5.72,ns
floorplanning,die_height,119,microns
sta,slew_viol_final,0,
clock_network,ctsHoldBuffers,0,
worst_hold_path,hp-class,register to register,
floorplanning,row_count,42,
critical_path,rrSetupSlack,8.37,ns
drt,drtAntennaViolNets,0,
power_and_ir_drop,irDropWorstVdd,0.103,mV
critical_path,cp-end-kind,register,
sta,setup_viol,0,
global_routing,grt_use_met3,0.0359,
sta,fin_skew,0.00730,ns
critical_path,ff2ff_path_depth,13,
clock_network,clkTransAtPathRegs,0.06,ns
logic_synthesis,synth-edff-count,0,
place,place.gp.congestion,0.897,
clock_network,cts.htree.levels,4,
critical_path,critical_path.top_delay_family,AND-OR/OR-AND gates,
logic_synthesis,synth_area_leader_cell,dfrtp_1,
layout,fillers,1128,
logic_synthesis,avgSynthCellArea,12.6,sq um
global_routing,grt_pass1_wl,15300,microns
floorplanning,fp_util,0.411,
critical_path,worstPathMaxFanout,7,
global_routing,grt_max_degree,80,
flow_run,drv_cap,0,
logic_synthesis,synth_flop_count,142,
clock_network,tritoncts,yes,
floorplanning,die_area,0.0141,sq mm
critical_path,path_cells,"clkdlybuf4s50_1, nand2_1, and4_2, a32o_1, inv_1, ha_1, inv_1, fa_1, a21oi_1, o21ai_0, a21boi_2, o211ai_1, and3_1, o31a_1",
drt,firstDrtPassIters,4,
power_and_ir_drop,leakagePower,3.14,nW
sta,finalHoldViolations,0,
outcome,status,"finished, final reports clean",
logic_synthesis,ys_area,0.00545,sq mm
logic_synthesis,synth_cells,433,
sta,setup-tns-final,0,ns
critical_path,r2r-start,ans_cnt[0],
critical_path,r2r-end,ans_left[5],
drt,route.detailed.drc,0,
global_routing,grt_pass1_vias,3186,
global_routing,overflow,0,
critical_path,cp.buffers_inverters,3,
logic_synthesis,flop_cell,dfrtp_1,
sta,rsz0062_at_grt,no,
clock_network,clockRootBuffer,clkbuf_16,
global_routing,top_usage_layer,met1,
drt,drtIter0Drc,186,
logic_synthesis,syn_area,0.00545,sq mm
critical_path,slowest_delay,0.58,ns
drt,antennaDiodeCount,0,
flow_run,tool_warnings,26,
-- report_power, final --
| part | switching, mW | internal (mW) |
|---|---|---|
| clock | 0.198 | 0.339 |
| combinational | 0.0589 | 0.0346 |
| sequential | 0.00804 | 0.488 |
-- sequential cells by signal, summed over array words and instances (netlist names) --
name       cells
ans_right     63
out_valid      1
cs             4
index_x        3
out            2
ans_cnt        6
ans_left      63
-- kinds of logic (layout without fill, tap and decap cells) --
logic type,after synthesis,in the layout,share of synthesized area
buffers and inverters,33,74,0.0248
AND-OR/OR-AND,58,58,0.0829
XOR/XNOR,5,5,0.00804
AND/OR/NAND/NOR,187,187,0.210
multiplexers,1,1,0.00275
adder cells (fa/ha/maj),7,7,0.0188
flip-flops,142,142,0.652
-- cell usage after synthesis, types with 3 or more instances --
cell type	number
dfrtp_1	141
and3_2	3
a21o_1	5
xor2_1	3
nor2b_1	5
nand3b_1	3
o21a_1	3
and2_1	111
o21ai_0	6
a31oi_1	3
a21oi_1	8
nor2_1	15
o21ai_1	5
nand3_1	9
inv_1	16
nand4_1	3
ha_1	5
clkbuf_1	13
buf_2	3
nand3_2	3
nand2_1	15
nand2b_1	4
-- final cells by class --
cell class | instances | area, sq um | area share
sequential | 142 | 3550 | 0.549
timing repair buffer | 27 | 264 | 0.0408
tap | 176 | 220 | 0.0340
clock inverter | 12 | 160 | 0.0247
inverter | 16 | 60.1 | 0.00927
multi-input combinational | 258 | 1760 | 0.272
clock buffer | 19 | 453 | 0.0699
-- through the flow --
stage          hold slack (ns)  instance area, sq um  setup slack, ns   util  cells
2_1_floorplan            0.427                  5450             6.94      -    433
3_3_place_gp             0.432                  5860             6.25  0.443    619
3_5_place_dp             0.433                  5860             6.17  0.443    619
4_1_cts                  0.446                  6480             6.60  0.489    650
5_1_grt                  0.456                  6480             6.31  0.489    650
6_report                 0.442                  6480             6.58  0.489    650
-- per-layer routing --
metal	wire [microns]	part of all wire
met1	4220	0.51
met3	364	0.044
met2	3440	0.42
met4	171	0.021
met5	0	0
-- how the worst max path moves through the flow --
| stage | from | endpoint | slack, ns |
|---|---|---|---|
| 5_1_grt | in_valid | ans_left[7] | 6.31 |
| 4_1_cts | in_valid | ans_right[1] | 6.60 |
| 6_report | in_valid | ans_right[1] | 6.58 |
